==> design/flow/design.v <==
module Washing_Machine
(
  input                  CLK       					        ,
  input                  RST_n     					        ,
  input                  Open_Door                  ,
  input                  Close_Door                 ,
  input                  Clothes_in                 ,
  input                  Start     					        ,
  input         [1 : 0]  Weight    					        ,
  input  		             Pause       		            ,
  input  		             Stop        		            ,
  input         [1 : 0]  Operation 					        ,
  output  reg            Finish    					        ,
  output  reg            Failure   					        ,
  output  reg            Filling_Water_Done         ,
  output  reg            Heating_Water_Done         ,
  output  reg            Washing_Done               ,
  output  reg            Rinsing_Done               ,
  output  reg            Spinning_Done 
);
reg [2:0] Current_State                          ;
reg [2:0] Next_State                             ;
reg [2:0] Resume_State                           ;
reg [2:0] Counter                                ; 
reg [2:0] WATER_LEVEL                            ;
reg       flag                                   ;
localparam   WAITING      =  3'b000              ;
localparam   FILL_WATER   =  3'b001              ;   
localparam   HEAT_WATER   =  3'b011              ;
localparam   WASHING      =  3'b010              ;
localparam   RINSING      =  3'b110              ;
localparam   SPINNING     =  3'b111              ;
localparam   FAILURE      =  3'b101              ;   
localparam   PAUSE        =  3'b100              ;   
always @(posedge CLK or negedge RST_n) begin
	if (!RST_n) begin
		Current_State <= WAITING    ;
	end
	else if(Stop) begin
       Current_State <= WAITING ;
	end
	else  begin
		Current_State <= Next_State ;
	end
end
always @(*) begin
 case(Current_State)
  WAITING       : begin
  					if(Close_Door && Start && Clothes_in) begin
 						Next_State  = FILL_WATER  ;
  					end
  					else begin
                        Next_State  = WAITING    ;
  					end
                  end  
  FILL_WATER    : begin
                   if(Pause)
                       Next_State = PAUSE ;
                   else if(Open_Door) 
                       Next_State = FAILURE ;
  	               else if(Counter == WATER_LEVEL) 
  	               	   Next_State = HEAT_WATER ;
  	               else        
                       Next_State = FILL_WATER ;
                  end  
  HEAT_WATER    : begin
                   if(Pause)
                       Next_State = PAUSE ;
                   else if(Open_Door) Next_State = FAILURE ;
  	               else if(Counter == 2) begin
                        if(Operation == 2)
                            Next_State = RINSING ;          
  	                    else if(Operation == 3)
  	                    	Next_State = SPINNING;          
                        else 
                        	Next_State = WASHING ;          
  	                end
  	                else
  	                	Next_State = HEAT_WATER  ;
 				  end
  WASHING       :begin
                   if(Pause)
                      Next_State = PAUSE ;  
                  else if(Open_Door) Next_State = FAILURE ;
  	              else if(Counter == 2) begin
                     if(!Operation) 
                       Next_State = RINSING  ;
                     else
                        Next_State = SPINNING ;   
                  end
                  else begin
                  	Next_State = WASHING   ;
                  end
 				 end
  RINSING       :begin
                   if(Pause)
                    Next_State = PAUSE ;
                  else if(Open_Door) Next_State = FAILURE ;
                  else if(Counter == 2) 
                  	Next_State = SPINNING ; 
                   else
                   	Next_State = RINSING  ;
 				 end
  SPINNING      :begin
                  if(Pause)
                       Next_State = PAUSE ;
                  else if(Open_Door) Next_State = FAILURE ;
                  else if(Counter == 2) 
                  	Next_State = WAITING  ;
                  else 
                  	Next_State = SPINNING ;
 				 end  
  PAUSE         :begin
                  if(Pause) 
                   	Next_State = PAUSE ;
                  else if(Open_Door) Next_State = FAILURE ;
                  else 
                   	Next_State = Resume_State ;
 				 end
  FAILURE       :begin
  	               Next_State = WAITING ;
 				 end  
 endcase 
end
always@(*) begin
 case(Current_State)
    WAITING       : begin
                      Finish               = 0 ;
                      Failure              = 0 ;
                      Filling_Water_Done   = 0 ;
                      Heating_Water_Done   = 0 ;
                      Washing_Done         = 0 ;
                      Rinsing_Done         = 0 ;
                      Spinning_Done        = 0 ;
                    end  
    FILL_WATER    : begin
                      Finish               = 0 ;
                      Failure              = 0 ;
                      Heating_Water_Done   = 0 ;
                      Washing_Done         = 0 ;
                      Rinsing_Done         = 0 ;
                      Spinning_Done        = 0 ;
                      if(Counter == WATER_LEVEL)
                      Filling_Water_Done   = 1 ;
                      else
                      Filling_Water_Done   = 0 ;	
                    end  
    HEAT_WATER    : begin
                      Finish               = 0 ;
                      Failure              = 0 ;
                      Washing_Done         = 0 ;
                      Rinsing_Done         = 0 ;
                      Spinning_Done        = 0 ;
                      Filling_Water_Done   = 0 ;
                      if(Counter == 2)
                      Heating_Water_Done   = 1 ;
                      else
                      Heating_Water_Done   = 0 ;	
   				    end  
    WASHING       : begin
                      Finish               = 0 ;
                      Failure              = 0 ;
                      Rinsing_Done         = 0 ;
                      Spinning_Done        = 0 ;
                      Heating_Water_Done   = 0 ;
                      Filling_Water_Done   = 0 ;
                      if(Counter == 2)
                      Washing_Done         = 1 ;
                      else
                      Washing_Done         = 0 ;	
   				    end  
    RINSING       : begin
                      Finish               = 0 ;
                      Failure              = 0 ;
                      Washing_Done         = 0 ;
                      Spinning_Done        = 0 ;
                      Heating_Water_Done   = 0 ;
                      if(Counter == 2)
                      Rinsing_Done         = 1 ;
                      else
                      Rinsing_Done         = 0 ;	
   				    end
    SPINNING      : begin
                      Failure              = 0 ;
                      Rinsing_Done         = 0 ;
                      Washing_Done         = 0 ;
                      Heating_Water_Done   = 0 ;
                      if(Counter == 2) begin
                      Spinning_Done        = 1 ;
                      Finish               = 1 ;	
                      end
                      else begin
                      Spinning_Done        = 0 ;	
                      Finish               = 0 ;	
                      end
   				    end
    PAUSE         : begin
                      Finish               = 0 ;
                      Failure              = 0 ;
                      Rinsing_Done         = 0 ;
                      Spinning_Done        = 0 ;
                      Heating_Water_Done   = 0 ;
                      Washing_Done         = 0 ;	
   				    end
    FAILURE       : begin
                      Finish               = 0 ;
                      Failure              = 1 ;
                      Rinsing_Done         = 0 ;
                      Spinning_Done        = 0 ;
                      Heating_Water_Done   = 0 ;
                      Washing_Done         = 0 ;	
 				    end  
 endcase 
end
always @(*) begin
if(Weight == 0) begin
  WATER_LEVEL = 3'b010;                   
end
else if(Weight == 1) begin                
  WATER_LEVEL = 3'b011;
end
else if(Weight == 2) begin                
  WATER_LEVEL = 3'b100; 
end 
else 
  WATER_LEVEL = 3'b010;
end 
always @(posedge CLK or negedge RST_n)
begin
  if(!RST_n) Counter <= 0 ;
  else if(Current_State != WAITING) begin
      if(Current_State == FILL_WATER && Counter == WATER_LEVEL) begin
        Counter <= 0 ;
      end
      else if(Counter == 2 && Current_State != FILL_WATER) begin
        Counter <= 0 ;
      end
      else begin
        Counter <= Counter + 1 ; 
      end
    end 
    else begin
       Counter <= 0 ;
    end 
end
always @(posedge CLK or negedge RST_n)
begin
if(!RST_n) begin
  Resume_State <= WAITING           ;
  flag         <= 1'b0              ;
end
else if(Next_State != PAUSE) begin
  flag         <= 1'b0              ;
  Resume_State <= Resume_State      ; 
end
else begin
  if(Pause &&  !flag ) begin 
    Resume_State <= Current_State   ;
    flag <= 1'b1                    ;
  end
  else begin 
    Resume_State <= Resume_State    ;
    flag         <= 1'b1            ;
  end
end
end
endmodule
==> design/flow/run.sh <==
#!/bin/bash
# OpenROAD 26Q1-2900-gdf79404cd8, Yosys 0.63+post, stock flow scripts
make -C /OpenROAD-flow-scripts/flow DESIGN_CONFIG=/design/flow/config.mk WORK_HOME=/design/flow/orfs finish
==> design/flow/config.mk <==
export PLATFORM = sky130hd
export DESIGN_NAME = Washing_Machine
export DESIGN_NICKNAME = Washing_Machine
export VERILOG_FILES = /design/flow/design.v
export SDC_FILE = /design/flow/constraint.sdc
export NUM_CORES = 4
export LEC_CHECK = 1
export CORE_AREA = 10 10 73 73
export DIE_AREA = 0 0 83 83
==> design/flow/constraint.sdc <==
current_design Washing_Machine

set clk_period 3.4
set clk_io_pct 0.2

create_clock -name clk0 -period $clk_period [get_ports {CLK}]

set non_clock_inputs [all_inputs -no_clocks]
set_input_delay [expr $clk_period * $clk_io_pct] -clock clk0 $non_clock_inputs
set_output_delay [expr $clk_period * $clk_io_pct] -clock clk0 [all_outputs]
==> flow_summary_export.csv <==
group,metric,value,unit
status,outcome,"completed",
clock_network,clkTransAtPathRegs,0.05,ns
detailed_routing,via_per_inst,4.23,
power,comb_power_share,15.4,%
timing,period_used_share,78.7,%
die,fp-utilization,19.3,%
grt,grt_max_degree,16,
yosys,top_area_cell,"dfrtp_1",
layout,comb_area,410,µm²
clock_network,post_cts_buffers,0,
grt,grt_first_pass_wirelength,2730,µm
timing,period_minus_slack,2.68,ns
placed_design,placed_area,931,µm²
setup_path,critPathCaptureType,"primary output",
placed_design,io_buffers,18,
setup_path,crit_path_start_kind,"register",
power,swShare,22.3,%
clock_network,cts_resized,0,
timing,untimed_endpoints,2,
detailed_routing,ant_nets,0,
yosys,ys_area,721,µm²
detailed_routing,num_antenna_cells,0,
clock_network,cts_tree,"done",
yosys,synthTopCellsByCount,"nor2_1 (16), dfrtp_1 (10), nor2b_1 (5), nor3_1 (5), inv_1 (4)",
detailed_routing,wl_per_cell,11.3,µm
timing,timing.final.max_slew_violations,0,
yosys,most_common_cell,"nor2_1",
setup_path,crit_buf_inv,2,
yosys,synth-edff-count,0,
power,p_switching,73.3,µW
setup_path,cpPeakStageDelay,0.48,ns
timing,tightest_slew,0.552,ns
setup_path,cp_max_fo,6,
layout,postLayoutCellArea,986,µm²
layout,fillers,402,
job,maxCapViolations,0,
layout,stdcell_count,146,
placed_design,pre_cts_ws,0.740,ns
timing,skew,0.000478,ns
timing,max_slew_margin,63.2,%
grt,antenna_found_initial,0,
layout,flop_area,265,µm²
power,leakagePower,0.000377,µW
timing,hold_violations,0,
power,pwr-share-seq,41.3,%
layout,syn_to_final_growth,36.8,%
clock_network,cts-root-buf,"clkbuf_8",
yosys,syn_area_per_cell,8.90,µm²
setup_path,r2r_start,"Counter[0]",
worst_hold_path,hold_path_class,"register to register",
power,power_density,334,nW/µm²
detailed_routing,drc,0,
yosys,ys_cells,81,
setup_path,path_delay_family,"simple AND/OR/NAND/NOR gates",
power,intPower,256,µW
detailed_routing,routed_wl,1650,µm
yosys,synthesis.area,721,µm²
yosys,ys_types,30,
clock_network,clock.latency.late_pin,0.23,ns
timing,whs,0.505,ns
yosys,ff_type,"dfrtp_1",
yosys,ys_warn_count,1,
yosys,area_leaders,"dfrtp_1 (35%), nor2_1 (8.3%), a2111oi_2 (6.3%)",
setup_path,worstPathRequired,2.72,ns
grt,grt-ovfl-total,0,
die,die_h,83,µm
grt,grt_pass1_vias,613,
worst_hold_path,hold_path_depth,1,
die,dieArea,6890,µm²
yosys,top_area_share,34.7,%
setup_path,rr_worst_depth,7,
setup_path,arrival,2.00,ns
timing,finalSetupViolCount,0,
timing,setup_slack,0.723,ns
layout,layout-drive-gt1-share,13.3,%
setup_path,r2r_slack,1.19,ns
grt,grt.total_usage,4.46,%
setup_path,slowest_stage,"clkdlybuf4s50_1",
setup_path,crit_type,"register to primary output",
setup_path,path_depth,6,
yosys,ys.flops,11,
die,die_width,83,µm
die,core,3740,µm²
timing,fmax,374,MHz
yosys,synthCells,81,
clock_network,numCtsBuffers,3,
timing,unclocked_regs,1,
placed_design,place_congestion,0.769,
job,warnings,26,
setup_path,path_cells,"inv_1 > ha_1 > nor2b_1 > nand2_1 > nor2_1 > clkdlybuf4s50_1",
die,io_pins,19,
power,clkPwrFrac,43.3,%
placed_design,dp_cells,142,
detailed_routing,drtIter0Drc,57,
detailed_routing,dr.pass1.iters,4,
setup_path,crit_start,"Counter[0]",
yosys,async_flop_share,90.9,%
clock_network,htreeDepth,1,
timing,rsz0062_at_grt,"false",
power,irDropWorstVdd,88.6,µV
timing,final.setup.tns,0,ns
placed_design,dp_hpwl,1340,µm
setup_path,crit_end,"Spinning_Done",
detailed_routing,vias,617,
clock_network,hold_buffers,0,
die,num_rows,22,
clock_network,clock_path_buffers,2,
setup_path,r2r_end,"Resume_State[0]",
area by class of cell:
| cell class | count | area share, % |
|---|---|---|
| flip-flops and latches | 11 | 26.9 |
| repair buffers | 18 | 18.3 |
| clock buffers | 4 | 5.58 |
| multi-input cells | 61 | 41.6 |
| well taps | 48 | 6.09 |
| inverters | 4 | 1.52 |
through the flow:
| stage | total power, µW | utilization [%] |
|---|---|---|
| after detailed placement | 188 | 24.9 |
| after floorplan | 165 | - |
| after global placement | 187 | 24.9 |
| final | 329 | 26.3 |
| after global routing | 347 | 26.3 |
| after CTS | 333 | 26.3 |
power by group through the flow:
stage / Combinational [µW] / Sequential, µW / Clock, µW
after global routing: 55.9 / 137 / 153
final: 50.8 / 136 / 142
after CTS: 50.9 / 136 / 146
kinds of logic after synthesis:
group | Yosys count | synth area share, %
DFF | 10 | 34.7
xor gates and xnor gates | 2 | 2.43
and+or+nand+nor | 36 | 25.7
adders and majority gates | 3 | 4.86
muxes | 4 | 6.08
buffers and inverters | 9 | 6.25
latches | 1 | 2.08
AOI/OAI and AO/OA | 16 | 17.9
routing by layer:
metal  routed length, µm  track usage, %  vias up
met2                 698            6.35       16
met1                 798            6.12      284
li1                    -               -      315
met4                  13           0.769        0
met5                   0               0        -
met3                 140            1.97        2
flip-flops by register name, summed over array words and instances (netlist names):
register            count
Current_State           3
Filling_Water_Done      1
flag                    1
Counter                 3
Resume_State            3
placed cells by master, fill, tap and decap left out, types with 2 or more instances in the layout:
cell type / Yosys / layout
a2111oi_2: 3 / 3
a21oi_1: 3 / 3
a31oi_1: 2 / 2
clkbuf_8: 0 / 4
clkdlybuf4s50_1: 0 / 18
dfrtp_1: 10 / 10
ha_1: 2 / 2
inv_1: 4 / 4
mux2_2: 3 / 3
nand2_1: 3 / 3
nand2b_1: 2 / 2
nor2_1: 16 / 16
nor2b_1: 5 / 5
nor3_1: 5 / 5
o21ai_1: 2 / 2
xnor2_1: 2 / 2
worst min-delay path by stage:
stage     slack [ns]       startpoint         endpoint
4_1_cts         0.51  Resume_State[1]  Resume_State[1]
6_report        0.51  Resume_State[1]  Resume_State[1]
5_1_grt         0.52  Resume_State[0]  Resume_State[0]
Power and IR drop assume default switching activity.
